<file path="flow/design.v">
module bcd(binary, hundreds, tens, ones);
   input  [7:0] binary;
   output reg [1:0] hundreds;
   output reg [3:0] tens;
   output reg [3:0] ones;
   reg [17:0] shift;
   integer i;
   always @(binary)
   begin
      shift[17:8] = 9'd0;
      shift[7:0] = binary;
      for (i=0; i<8; i=i+1) begin
         if (shift[11:8] >= 4'd5)
            shift[11:8] = shift[11:8] + 4'd3;
         if (shift[15:12] >= 4'd5)
            shift[15:12] = shift[15:12] + 4'd3;
         shift = shift << 1;
      end
      hundreds = shift[17:16];
      tens     = shift[15:12];
      ones     = shift[11:8];
   end
endmodule
</file>
<file path="flow/run.sh">
#!/bin/bash
# OpenROAD 26Q1-2900-gdf79404cd8, Yosys 0.63+post, stock flow scripts
make -C /OpenROAD-flow-scripts/flow DESIGN_CONFIG=/design/flow/config.mk WORK_HOME=/design/flow/orfs finish
</file>
<file path="flow/config.mk">
export PLATFORM = sky130hd
export DESIGN_NAME = bcd
export DESIGN_NICKNAME = bcd
export VERILOG_FILES = /design/flow/design.v
export SDC_FILE = /design/flow/constraint.sdc
export NUM_CORES = 4
export LEC_CHECK = 1
export CORE_AREA = 10 10 70 70
export DIE_AREA = 0 0 80 80
</file>
<file path="flow/constraint.sdc">
current_design bcd

set clk_period 6.1
set clk_io_pct 0.2

create_clock -name clk0 -period $clk_period

set non_clock_inputs [all_inputs -no_clocks]
set_input_delay [expr $clk_period * $clk_io_pct] -clock clk0 $non_clock_inputs
set_output_delay [expr $clk_period * $clk_io_pct] -clock clk0 [all_outputs]
</file>
==> results.py <==
# Flow results
metrics = {
    "die": {
        "num_rows": 21,
        "core_area_um2": 3420,
        "fp-utilization": 0.270,
        "chip_area_um2": 6400,
        "die_x_um": 80,
        "pin_count": 18,
        "dieHeight_um": 80,
    },
    "yosys": {
        "simple_gate_area_frac": 0.320,
        "postSynthSeqShare": 0,
        "syn_area_um2": 923,
        "synth_chip_area_um2": 923,
        "ys_cells": 135,
        "ys_sh_mux": 0.0772,
        "adder_share": 0.122,
        "area_leaders": "ha_1 (12%), mux2i_1 (6.5%), nand2_1 (4.5%)",
        "synth_cell_types": 53,
        "synth-compound-area-share": 0.371,
        "yosysWarnings": 1,
        "xor_area_frac": 0.0379,
        "top_logic_kind": "AND-OR/OR-AND gates",
        "yosys.area.top_type_share": 0.122,
        "syn_inst": 135,
        "largest_area_cell": "ha_1",
        "syn_area_per_cell_um2": 6.84,
    },
    "sta": {
        "rsz0062_at_grt": "true",
        "tightest_slew_ps": 489,
        "holdWs_ps": 2440,
        "hold_viol": 0,
        "setup_ws_ps": -286,
        "setup_violations": 8,
        "timing.final.crit_share": 1.05,
        "slew_headroom": 0.665,
        "final.min_clock_period_ps": 6390,
        "drv_slew": 0,
        "fmax_mhz": 157,
    },
    "flow_run": {
        "log.warning_count": 37,
        "max_cap_violations": 0,
    },
    "worst_setup_path": {
        "path_cells": "buf_8 -> inv_6 -> ha_4 -> inv_2 -> ha_4 -> a21oi_4 -> xnor2_2 -> ha_2 -> and2b_2 -> nor3_4 -> buf_4 -> o31ai_4 -> nand2_4 -> ha_4 -> nor2b_4 -> a22o_1 -> o31a_1 -> buf_4 -> or3_4 -> a32oi_4 -> xnor2_4 -> nand2b_1 -> a22o_1 -> buf_2",
        "critPathMaxFanout": 5,
        "startpoint_type": "primary input",
        "slowest_delay_ps": 360,
        "crit_path_top_delay_cell": "or3_4",
        "end_kind": "output port",
        "crit_type": "in -> out",
        "cp.arrival_ps": 5170,
        "crit_required_ps": 4880,
        "critical_path.most_common_cell": "ha_4",
    },
    "grt": {
        "grt_pass1_wl_um": 5590,
        "antenna_found_initial": 0,
        "grt_pass1_vias": 1243,
        "grt_usage": 0.0988,
        "overflow": 0,
        "grt_max_degree": 11,
    },
    "min_path": {
        "hp-class": "in -> out",
        "hold_end": "ones[0]",
        "holdPathStages": 0,
        "hp-start": "binary[0]",
    },
    "routing": {
        "vias": 1351,
        "via_per_inst": 5.14,
        "wl_per_cell_um": 13.0,
        "antenna_left": 0,
        "drtPass1Iterations": 4,
        "drc_errors": 0,
        "antenna_cells": 0,
        "drt-initial-drc-count": 98,
        "drt_wl_total_um": 3430,
    },
    "layout": {
        "drive_gt1_frac": 0.668,
        "layout_top_cell": "buf_4",
        "lay_top_cells": "buf_4 (59), buf_6 (13), nor2_1 (8), buf_2 (8)",
        "final_util": 0.596,
        "ff_latch_area_um2": 0,
        "synthToLayoutAreaGrowth_pct": 120,
        "ff_count": 0,
        "final.fill_count": 252,
        "final_cells": 263,
        "nClkBuffers": 0,
    },
    "outcome": {
        "outcome": "complete, but fails checks",
        "failed_checks": "negative setup slack",
    },
    "power_and_ir_drop": {
        "power.total_w": 0.000424,
        "powerDensity_nw_per_um2": 209,
        "leakage_nw": 0.900,
        "peakVddDrop_uv": 82.8,
    },
    "place": {
        "placed_cells": 229,
        "hpwl_um": 2060,
        "portBuffers": 16,
        "place.gp.congestion": 0.903,
    },
}
## metrics by stage
stage	cell area (um2)	setup WS, ps	TNS [ps]
2_1_floorplan	1030	10.0	0
3_3_place_gp	1490	-916	-7150
3_5_place_dp	1490	-982	-7750
4_1_cts	1860	-233	-996
5_1_grt	2030	-421	-2670
6_report	2030	-286	-1530
## where the power goes
| group | switching [W] | internal (W) | total (W) |
|---|---|---|---|
| Sequential | 0 | 0 | 0 |
| Combinational | 0.000184 | 0.000240 | 0.000424 |
| Clock | 0 | 0 | 0 |
## critical path, delay by kind of cell
kind / cells / cell delay (ps)
adder cells (fa/ha/maj): 4 / 670
XOR/XNOR: 2 / 280
buffers and inverters: 6 / 580
AND-OR/OR-AND: 6 / 1370
AND/OR/NAND/NOR: 6 / 1030
## cell families after synthesis
logic type      Yosys count
simple gates             55
fa+ha+maj                 9
buf+inv                  14
xor+xnor                  4
mux                       7
compound gates           46
## synthesized netlist by cell type, types with 2 or more instances
cell / n
nand2_1: 11
nor2_1: 10
ha_1: 9
inv_1: 8
nor3_1: 8
a21oi_1: 7
mux2i_1: 6
nand2b_1: 6
o21ai_1: 6
nand3_1: 5
o21ai_0: 4
xnor2_1: 4
a21oi_2: 3
or3_1: 3
a22o_1: 2
a31oi_1: 2
and3_1: 2
buf_2: 2
o211ai_1: 2
o22ai_1: 2
## cell type report
| class | count | area, um2 | share of cell area |
|---|---|---|---|
| repair buffers | 87 | 703 | 0.346 |
| inverters | 9 | 43.8 | 0.0215 |
| well taps | 46 | 57.6 | 0.0283 |
| multi-input cells | 121 | 1230 | 0.605 |
## how the worst max path moves through the flow
stage	from	to	slack, ps
CTS	binary[6]	tens[2]	-230
global route	binary[7]	tens[2]	-420
finish	binary[6]	tens[2]	-290
## metal layers
layer,up-vias,GRT usage,wire length (um)
met4,0,0.00528,14
met2,29,0.150,1540
li1,682,-,-
met1,638,0.152,1740
met3,2,0.00909,132
met5,-,0,0
## repair_timing
action | in CTS | in global routing
hold buffers | 0 | 0
buffers inserted | 25 | 9
resized | 83 | 20
endpoints found under the setup margin | 9 | 9
cloned | 0 | 0
pin swaps | 28 | 15
Power and IR drop assume default switching activity.
