--- /design/flow/design.v ---
module seven_seg(clk,d,dp,CC,AN,D);
	input clk;
	input [7:0] d;
	input [1:0] dp;
	output [1:0] CC;
	output [6:0] AN;
	output D;
	wire [3:0] n;
	wire D;
	wire [6:0] AN;
	assign CC[0] = clk;
	assign CC[1] = ~clk;
	assign n = (clk) ? d[7:4] : d[3:0];
	assign D = (clk) ? dp[1] : dp[0];
	assign AN = 
	(n==4'b0000) ? 7'b0111111 : 
	(n==4'b0001) ? 7'b0000110 : 
	(n==4'b0010) ? 7'b1011011 : 
	(n==4'b0011) ? 7'b1001111 : 
	(n==4'b0100) ? 7'b1100110 : 
	(n==4'b0101) ? 7'b1101101 : 
	(n==4'b0110) ? 7'b1111101 : 
	(n==4'b0111) ? 7'b0000111 : 
	(n==4'b1000) ? 7'b1111111 : 
	(n==4'b1001) ? 7'b1101111 : 
	(n==4'b1010) ? 7'b1110111 : 
	(n==4'b1011) ? 7'b1111100 : 
	(n==4'b1100) ? 7'b1011000 : 
	(n==4'b1101) ? 7'b1011110 : 
	(n==4'b1110) ? 7'b1111001 : 7'b1110001;
endmodule  
--- /design/flow/run.sh ---
#!/bin/bash
# OpenROAD 26Q1-2900-gdf79404cd8, Yosys 0.63+post, stock flow scripts
make -C /OpenROAD-flow-scripts/flow DESIGN_CONFIG=/design/flow/config.mk WORK_HOME=/design/flow/orfs finish
--- /design/flow/config.mk ---
export PLATFORM = sky130hd
export DESIGN_NAME = seven_seg
export DESIGN_NICKNAME = seven_seg
export VERILOG_FILES = /design/flow/design.v
export SDC_FILE = /design/flow/constraint.sdc
export NUM_CORES = 4
export LEC_CHECK = 1
export CORE_AREA = 10 10 70 70
export DIE_AREA = 0 0 80 80
--- /design/flow/constraint.sdc ---
current_design seven_seg

set clk_period 3.0
set clk_io_pct 0.2

create_clock -name clk0 -period $clk_period

set non_clock_inputs [all_inputs -no_clocks]
set_input_delay [expr $clk_period * $clk_io_pct] -clock clk0 $non_clock_inputs
set_output_delay [expr $clk_period * $clk_io_pct] -clock clk0 [all_outputs]
==> metrics.csv <==
metric,value,unit
sequential cell area,0,µm²
Die Size,6400,µm²
hold_buf cts,0,
grt total ovfl,0,
Die X,80,µm
Tightest Pin Transition,0.312,ns
Yosys chip area,294,µm²
CP arrival,2.36,ns
Gate Area,305,µm²
Initial DRC Count,23,
power consumption,0.135,mW
register area share after synthesis,0,%
Crit Path Class,primary input to primary output,
largest net degree at the start of global routing,7,
Max Clk Rate,337,MHz
Pwr Density,178,nW/µm²
worst vdd ir,0.0734,mV
Yosys warning total,0,
flop count,0,
LEAKAGE,0.319,nW
CP Capture Type,primary output,
Final Max Tran Viols,0,
FP Util,8.61,%
Final Hold Viols,0,
overall routing resource usage,3.74,%
sw frac,35.4,%
# diodes,0,
Unique masters post-synth,20,
Clk pwr share,0,%
"Avg Cell Area, Syn",8.91,µm²
I/O pins,21,
gpl congestion,0.726,
setup tns final,0,ns
core area,3420,µm²
Crit path required time,2.40,ns
routed vias/inst,3.57,
Port-buffer cells,21,
cell-internal power,0.0870,mW
Yosys top cell by area,mux2i_4,
initial antenna violation count,0,
# rows,21,
register share of total power,0,%
min-delay worst type,primary input to primary output,
Fillers,375,
Comb pwr share,100.0,%
status,"complete, no violations",
crit start category,primary input,
first-pass GRT wire length,1.97,mm
"Cell Area, Synth",294,µm²
Detail Route Antenna Nets,0,
Syn Inst Count,33,
Synth area leaders,"mux2i_4 (15%), mux2_2 (11%), mux2_4 (10%), mux2i_1 (6.8%), xnor2_1 (6.0%)",
HPWL Detailed,1.02,mm
vias in the first global route,387,
Die Ht,80,µm
Sw Pwr,0.0477,mW
Max-cap violations,0,
# clk buffers,0,
CP max FO,4,
Final Setup Violations,0,
Log Warnings,32,
Area Overhead vs Synth,157,%
fraction of layout cells with a size suffix above 1,42.0,%
Pre-antenna DRT Iters,4,
via count,411,
Max-slew headroom,79.0,%
top cell type's share of synthesized area,15.3,%
yosys cell count,33,
WL final,1.36,mm
Post-route DRC,0,
RSZ-0062 raised after global routing,no,
cycle use final,98.8,%
crit path time final,2.96,ns
routed len/inst,11.9,µm
-- metrics by stage --
step / hold slack [ns] / util, % / setup slack [ns] / area (µm²) / cells
after global placement: 2.23 / 18.9 / -0.179 / 646 / 110
after detailed placement: 2.23 / 18.9 / -0.196 / 646 / 110
after global routing: 1.94 / 22.2 / 0.0114 / 757 / 115
after floorplan: 1.27 / - / 0.889 / 294 / 33
after CTS: 2.24 / 20.8 / 0.0347 / 709 / 112
final: 1.86 / 22.2 / 0.0362 / 757 / 115
-- placed cells by master (no fill, tap or decap) --
master,Yosys,routed
a211oi_1,2,2
a2bb2oi_2,1,1
a311oi_2,0,1
a31oi_1,1,1
a32oi_1,1,1
buf_12,0,1
buf_4,1,14
buf_6,1,1
bufbuf_16,0,1
clkdlybuf4s50_1,0,15
dlygate4sd2_1,0,1
dlymetal6s2s_1,0,5
inv_1,1,1
maj3_2,1,1
mux2_2,3,3
mux2_4,2,2
mux2i_1,2,1
mux2i_4,2,3
nand2_1,3,3
nor2_1,3,3
nor3_1,2,2
nor4_1,2,1
nor4_4,0,1
o21ai_0,1,1
o32a_1,1,1
xnor2_1,2,2
-- synthesized netlist by cell type --
| cell type | n |
|---|---|
| nor2_1 | 3 |
| a211oi_1 | 2 |
| buf_4 | 1 |
| mux2_4 | 2 |
| nor3_1 | 2 |
| mux2i_1 | 2 |
| mux2i_4 | 2 |
| a311oi_1 | 1 |
| nand2_1 | 3 |
| nor4_1 | 2 |
| a31oi_1 | 1 |
| xnor2_1 | 2 |
| inv_1 | 1 |
| maj3_2 | 1 |
| o32a_1 | 1 |
| a2bb2oi_2 | 1 |
| mux2_2 | 3 |
| buf_6 | 1 |
| a32oi_1 | 1 |
| o21ai_0 | 1 |
-- kinds of logic after synthesis --
group | share of synthesized area, %
AOI/OAI and AO/OA | 23.4
xor gates and xnor gates | 5.96
adders and majority gates | 3.83
buffers and inverters | 7.66
muxes | 43.8
and+or+nand+nor | 15.3
-- critical path, cell delays in order --
cell	delay, ns
dlygate4sd2_1	0.27
bufbuf_16	0.28
mux2_2	0.29
nor4_4	0.06
a311oi_2	0.32
clkdlybuf4s50_1	0.53
-- timing repair --
action | 4_1_cts | 5_1_grt
pin swaps | 1 | 1
endpoints found under the setup margin | 7 | 5
hold endpoints to repair | 0 | 0
gates resized | 5 | 7
setup buffers | 1 | 3
gates cloned | 1 | 0
-- routing by layer --
layer	track usage (%)	wire, µm
met4	0	0
met1	5.42	685
met3	1.82	189
met2	5.14	489
met5	0	0
-- power groups by stage --
| stage | combinational [mW] | sequential, mW | clock [mW] |
|---|---|---|---|
| 4_1_cts | 0.129 | 0 | 0 |
| 5_1_grt | 0.144 | 0 | 0 |
| 6_report | 0.135 | 0 | 0 |
-- worst paths after layout --
| check | startpoint | to | slack [ns] | depth (start not counted) |
|---|---|---|---|---|
| worst max-delay path | clk | AN[1] | 0.04 | 6 |
| worst min-delay path | d[2] | AN[0] | 1.86 | 5 |
-- final cells by class --
cell class | count | area share (%)
Timing Repair Buffer | 38 | 51.6
Multi-Input combinational cell | 30 | 40.3
Tap cell | 46 | 7.60
Inverter | 1 | 0.496
Power is estimated from default activity; no workload was simulated.
