**design/flow/run.sh**
```bash
#!/bin/bash
# OpenROAD 26Q1-2900-gdf79404cd8, Yosys 0.63+post, stock flow scripts
make -C /OpenROAD-flow-scripts/flow DESIGN_CONFIG=/design/flow/config.mk WORK_HOME=/design/flow/orfs finish
```
**design/flow/config.mk**
```make
export PLATFORM = sky130hd
export DESIGN_NAME = f_divide
export DESIGN_NICKNAME = f_divide
export VERILOG_FILES = /design/flow/design.v
export SDC_FILE = /design/flow/constraint.sdc
export NUM_CORES = 4
export LEC_CHECK = 1
export CORE_UTILIZATION = 40
```
**design/flow/constraint.sdc**
```tcl
current_design f_divide

set clk_period 2.7
set clk_io_pct 0.2

create_clock -name clk0 -period $clk_period [get_ports {clk}]

set non_clock_inputs [all_inputs -no_clocks]
set_input_delay [expr $clk_period * $clk_io_pct] -clock clk0 $non_clock_inputs
set_output_delay [expr $clk_period * $clk_io_pct] -clock clk0 [all_outputs]
```
**design/flow/design.v**
```verilog
module f_divide(clk,enc,rst,out,rate,tick);
	input clk;
	input [2:0] enc;
	input rst;
	output out;
	output [7:0]rate;
	output tick;
	wire [7:0]rate_i;
	wire [7:0]cnt;
	wire inner_p;
	wire tick;
	reg [12:0]cntr;
	assign rate[7:0]=~rate_i[7:0];
	always @(posedge clk) cntr = cntr + 1;
	counter inner(
	   .clk (clk),
	   .rst (rst),
	   .rate (cnt[7:0]),	 
	   .pulse (inner_p)
	);
	counter outer(
	   .clk (inner_p),
	   .rst (rst),
	   .rate (rate_i[7:0]),
	   .cnt (cnt[7:0]),
	   .pulse (out)
	);
	rotary_enc rotary_enc(
		.clk (cntr[12]),
		.rst (rst),
		.enc (enc[2:0]),
		.va (rate_i[7:0]),
		.tick (tick),
	);
endmodule
module counter(clk,rst,rate,cnt,pulse);
	input clk;
	input rst;
	input [7:0]rate;
	output [7:0]cnt;
	output pulse;
	reg [7:0]cnt;
	reg pulse;
	always@(posedge clk, negedge rst) begin
		if (rst == 8'd0)
			cnt = 8'd0;
		else if (cnt == 8'd0) begin
			cnt = rate;
			pulse = ~pulse;
		end else
			cnt = cnt - 8'd1;
	end
endmodule  
module rotary_enc(clk, rst,enc, va, tick);
	input clk;
	input rst;
	input [2:0]enc;
	output [7:0]va;
	output tick;
	reg [7:0]va;
	reg [2:0]enca;
	reg [2:0]encb;
	reg tick;
	always @(posedge clk, negedge rst) begin
	   if (rst == 0) begin
			va = 8'd8;
			tick = 0;
	   end else begin
			enca <= {enca[1:0],enc[0]};
			encb <= {encb[1:0],enc[1]};
			tick = 0;
			if ((enca==3'b000) & (encb==3'b001)) begin
				va<=va-8'h01;
				tick = 1;
			end
			if ((enca==3'b001) & (encb==3'b000)) begin
				va<=va+8'h01;
				tick = 1;
			end
		end
	end
endmodule   
```
==> reports/results.txt <==
via count -> 1468
Synth area leader -> dfrtp_1
GPL Wtd Cong -> 0.821
Worst-Margin Slew -> 0.627 ns
cells along the critical path -> or4_4, nor4b_4, buf_4, mux2i_1
XOR/XNOR Area Share -> 0.101
ys cells -> 217
MUX area fraction -> 0.0183
Pleak -> 0.987 nW
number of global-route vias before repair -> 1387
Synth Flop Type -> dfrtp_1
Cell Type Count -> 43
CTS Root Buffer Type -> clkbuf_8
first-pass detailed-route iteration total -> 4
PD cells -> 217 nW/um^2
CP max-delay cell -> or4_4
dpl hpwl -> 2640 um
flops & latches, synth -> 46
Routed WL -> 3570 um
Num CTS Buffers -> 3
status -> complete, no violations
gr usage total -> 0.137
Adder Area Share -> 0.0700
Core Rows -> 26
total grt overflow -> 0
area of placed instances -> 2470 sq um
Simple-Gate Fraction of Synth Area -> 0.157
Top non-seq family -> simple AND/OR/NAND/NOR gates
fin crit share -> 0.681
Critical Path Fanout Max -> 9
die x size -> 77.1 um
synth warn -> 3
H-tree Lvls -> 1
initial antenna violation count -> 0
crit path DRT -> 2.89 ns
Max Buffers Root-to-Sink -> 2
register pins left without a clock -> 24
async set-reset flop share out of synthesis -> 0.543
Hold Violations, Final -> 0
Top-area cell share -> 0.267
Startpoint Class -> register
and-or/or-and share of the synthesized area -> 0.112
Syn Inst Count -> 217
sequential-to-total area share from yosys stat -> 0.500
setup TNS -> 0 ns
IO Count -> 15
Final Max-Slew Violation Tally -> 0
cts repair resizes -> 0
number of DRC markers in iteration 0 -> 101
worst rel slew slack -> 0.581
die height -> 77.1 um
top cells, area -> dfrtp_1 (27%), dfxtp_1 (12%), edfxtp_1 (11%)
logic area -> 1030 sq um
chip footprint -> 5940 sq um
Top Layout Cells -> dfrtp_1 (24), inv_1 (20), xnor2_1 (19)
FP Core Util -> 0.428
Yosys Chip Area -> 2250 sq um
Worst Setup SP -> inner.cnt[2]$_DFF_PN0_
vias per std cell -> 4.83
most frequent logic cell in the layout -> dfrtp_1
critical path class -> register to register
Worst EP arrival -> 2.03 ns
Filler cells -> 501
Max VDD drop -> 340 uV
proportion of layout cells with a drive suffix above 1 -> 0.0470
ANT nets after route -> 0
global-route wire length before repair -> 6380 um
mapped cell area -> 2250 sq um
endpoints left unconstrained -> 41
Post-CTS Setup Inserts -> 0
# DRC -> 0
tool warnings -> 28
Clock transition at path regs -> 0.08 ns
port bufs -> 13
count of library flops with an enable pin -> 8
Mapped Avg Cell Area -> 10.4 sq um
Reg2Reg Launch Point -> inner.cnt[2]$_DFF_PN0_
CTS tree -> built
Final Setup Violations -> 0
area of the core -> 5270 sq um
cts-stage hold buffer count -> 0
wire per inst -> 11.8 um
fin crit period -> 1.84 ns
post-route cell area -> 2520 sq um
pin count of the biggest net entering global routing -> 33
Worst path max stage delay -> 0.58 ns
register area -> 1130 sq um
endpoint class of the critical path -> register
Clock Skews -> 0.00367 ns
unrepaired setup endpoints after global routing -> no
synthesis-to-layout area growth -> 11.7%
Worst-Skew Late Latency -> 0.26 ns
hold wc startpoint -> cntr[0]$_DFF_P_
Fmax achieved -> 544 MHz
Worst Hold Class -> register to register
Inserted Diodes -> 0
Max Cap Viol -> 0
## final cells by class
cell class              count  area share
flip-flops and latches     46       0.448
multi-input cells         148       0.410
repair buffers             15      0.0577
well taps                  70      0.0348
inverters                  21      0.0313
clock buffers               3      0.0164
clock inverters             1     0.00149
## synth_stat cells, types with 7 or more instances
cell	number
nor2_1	16
a21oi_1	10
nand3_1	9
dfrtp_1	24
xor2_1	7
inv_1	20
xnor2_1	19
dfxtp_1	13
nand2_1	18
o21ai_0	14
ha_1	11
edfxtp_1	8
## path summary, 6_finish.rpt
check                                          to  slack (ns)  cells after the start
setup / recovery           inner.cnt[0]$_DFF_PN0_        0.86                      4
hold / removal                    cntr[0]$_DFF_P_        0.44                      1
setup reg to reg           inner.cnt[0]$_DFF_PN0_        0.86                      4
hold reg to reg                   cntr[0]$_DFF_P_        0.44                      1
max in group asynchronous  inner.cnt[1]$_DFF_PN0_        1.71                      2
min in group asynchronous  inner.cnt[6]$_DFF_PN0_        0.70                      2
## flip-flops by register name, summed over array words and instances, names as in the netlist, 3 cells and up
| signal | count |
|---|---|
| inner.cnt | 8 |
| rotary_enc.va | 8 |
| rotary_enc.enca | 3 |
| rotary_enc.encb | 3 |
| cntr | 13 |
| outer.cnt | 8 |
## power by group
| group | switching [mW] | internal [mW] | leakage [nW] |
|---|---|---|---|
| Clock | 0.0997 | 0.101 | 0.0231 |
| Sequential | 0.00000926 | 0.330 | 0.483 |
| Combinational | 0.00969 | 0.00482 | 0.481 |
| Total | 0.109 | 0.436 | 0.987 |
## per-stage QoR
step	total power, mW	utilization	hold WS [ns]	setup WS, ns	instances
after floorplan	0.337	-	0.244	0.936	217
after global placement	0.352	0.469	0.429	0.884	300
after detailed placement	0.353	0.469	0.426	0.873	300
after CTS	0.555	0.477	0.446	0.845	304
after global routing	0.567	0.477	0.472	0.745	304
final	0.545	0.477	0.436	0.860	304
## routing by layer
metal | vias up | GRT usage | part of all wire
li1 | 789 | - | -
met1 | 655 | 0.240 | 0.57
met2 | 22 | 0.198 | 0.40
met3 | 2 | 0.0218 | 0.034
met4 | 0 | 0.00377 | 0.0034
met5 | - | 0 | 0
## worst max-delay path: cells and delay by family (launching register included)
family        cells  cell delay (ns)
simple gates      2             0.93
flops             1             0.42
buf+inv           1             0.23
mux               1             0.18
## logic make-up (layout without fill, tap and decap cells)
kind of cell             Yosys count  in the layout
AND/OR/NAND/NOR                   65             65
multiplexers                       4              4
AND-OR/OR-AND                     41             41
buffers and inverters             23             40
flip-flops                        46             46
adder cells (fa/ha/maj)           12             12
XOR/XNOR                          26             26
Power is estimated from default activity; no workload was simulated.
